===== flow/run.sh =====
#!/bin/bash
# OpenROAD 26Q1-2900-gdf79404cd8, Yosys 0.63+post, stock flow scripts
make -C /OpenROAD-flow-scripts/flow DESIGN_CONFIG=/design/flow/config.mk WORK_HOME=/design/flow/orfs finish

===== flow/design.v =====
module alu_32bit_case(y,a,b,f);
input [31:0]a;
input [31:0]b;
input [2:0]f; 
output reg [31:0]y; 
always@(*)
begin 
case(f)
3'b000:y=a&b;  
3'b001:y=a|b;  
3'b010:y=~(a&b);  
3'b011:y=~(a|b);  
3'b010:y=a+b;  
3'b011:y=a-b;  
3'b100:y=a*b;  
default:y=32'bx;
endcase 
end 
endmodule

===== flow/config.mk =====
export PLATFORM = sky130hd
export DESIGN_NAME = alu_32bit_case
export DESIGN_NICKNAME = alu_32bit_case
export VERILOG_FILES = /design/flow/design.v
export SDC_FILE = /design/flow/constraint.sdc
export NUM_CORES = 4
export LEC_CHECK = 1
export CORE_UTILIZATION = 40

===== flow/constraint.sdc =====
current_design alu_32bit_case

set clk_period 23.9
set clk_io_pct 0.2

create_clock -name clk0 -period $clk_period

set non_clock_inputs [all_inputs -no_clocks]
set_input_delay [expr $clk_period * $clk_io_pct] -clock clk0 $non_clock_inputs
set_output_delay [expr $clk_period * $clk_io_pct] -clock clk0 [all_outputs]

==> run notes <==
run results: status=finished, final reports clean, fmax=around 57 MHz, Post-CTS Setup Repair Bufs=0, initial antenna violation count=0, die area=approximately 0.044 sq mm, pwr dens=a little over 300 mW/mm^2, Post-DP Area=around 0.019 sq mm, Tmin final=17.57 ns, synthesized area=0.0171 sq mm, Worst Path Arrival=12.79 ns, RSZ-0062 raised after global routing=false, Distinct cells, synth=55, synth warn=1, Die X=209 um, total gr overflow=0, register area share after synthesis=0%, Slew @ Worst Pin=roughly 0.84 ns, Flops=0, maximum vdd drop=0.344 mV, fp_density=40.7%, CP Max Fanout=18, DP Cell Count=2532, most numerous logic cell after layout=fa_1, Hold Buf Count CTS=0, crit path kind=in2out, Top cells by area=fa_1 (48%), and2_1 (11%), ha_1 (9.0%), Power, Total=5.75 mW, # Cells Yosys=1971, CP startpoint kind=input pin, Synth area leader=fa_1, Via density=approximately 5.1, Finished Layout Cells=between 2k and 3k, drt pass-1 iters=5, GRT Resource Usage Total=26.8%, Slew HR=43.9%, final setup fails=0, final RePlAce weighted congestion=0.966, Dominant cell area share=a little under half, first-pass GRT wire length=83000 um, Yosys chip area=0.0171 sq mm, IO Count=approximately 99, layout cells sized above 1=2.56%, DRC=0, Post-DRT Antenna Nets=0, area grow syn2layout=8.96%, total number of vias=roughly 13k, cells after synthesis=between 1.5k and 2k, die height=209 um, number of fill cells in the layout=4056, Hold Fails Final Rpt=0, Final Cell Area=0.0186 sq mm, clock buffer count=0, Sw Pwr=3.26 mW, OpenROAD warnings=32, drt total wl=51200 um, Fin Setup TNS=0 ns, Max Slew Vio Count=0, HPWL after detailed placement=38100 um, Hold Path Class=in2out, # port buffers=between 90 and 100, max cap viols=0, post_cts resized=0, fin crit share=73.5%, Top Layout Cells=fa_1 (408), inv_1 (382), and2_1 (313), Syn Area/Cell=8.68 sq um, core area=0.0420 sq mm, routed len/inst=roughly 20 um, Crit. End Element=output port, initial drt markers=524, Site Rows=around 75, Storage cell area=0 sq um, leakage dissipation=8.96 nW, largest net degree at the start of global routing=49, switch share=a little under three fifths, vias in the first global route=~14k, internal power=2.48 mW, worst endpoint required time=19.12 ns
==> routing by layer <==
layer / vias to the layer above / share of wire, % / GRT usage [%]
li1: 5888 / - / -
met1: 6375 / 42 / 38.6
met2: 573 / 44 / 39.4
met3: 54 / 12 / 11.4
met4: 0 / 2.6 / 5.43
met5: - / 0 / 0
==> kinds of logic after synthesis <==
kind of cell / after synthesis / synth area share, %
simple gates: 651 / 19.4
fa+ha+maj: 556 / 58.2
buf+inv: 503 / 11.0
compound gates: 152 / 5.61
xor+xnor: 105 / 5.46
mux: 4 / 0.241
==> final cells by class <==
class / count / area, sq um / area share [%]
inverter: 382 / 1430 / 7.70
multi-input combinational: 1468 / 15200 / 81.6
antenna: 1 / 2.50 / 0.0134
tap: 539 / 674 / 3.62
timing repair buffer: 143 / 1310 / 7.04
==> stage by stage <==
| stage | hold WS (ns) | worst slack (ns) | util (%) |
|---|---|---|---|
| finish | 10.53 | 6.33 | 44.3 |
| global route | 10.60 | 5.99 | 44.3 |
| CTS | 10.53 | 6.38 | 44.3 |
| detailed placement | 10.53 | 6.41 | 44.3 |
| global placement | 10.53 | 6.43 | 44.3 |
| floorplan | 9.66 | 8.02 | - |
==> worst max-delay path, cell delays in order <==
cell,delay (ns)
clkdlybuf4s50_1,0.86
and2_1,0.37
fa_1,0.50
inv_1,0.05
fa_1,0.49
fa_1,0.44
fa_1,0.54
inv_1,0.05
fa_1,0.49
inv_1,0.05
fa_1,0.53
inv_1,0.05
fa_1,0.49
fa_1,0.44
ha_1,0.41
nand4_1,0.18
nor4_1,0.30
nand2b_1,0.14
a21oi_1,0.39
o211ai_1,0.25
a2111o_1,0.40
nand3_1,0.08
clkdlybuf4s50_1,0.47
==> power groups by stage <==
stage	clock (mW)	combinational, mW	sequential, mW
after CTS	0	5.72	0
after global routing	0	6.49	0
==> path summary, 6_finish.rpt <==
kind,from,to,cells after the start
setup / recovery,a[15],y[30],23
hold / removal,f[2],y[2],5
==> Yosys cell counts, types with 3 or more instances <==
cell type	n
a21o_1	13
o21ai_0	41
and3_1	4
nand4_1	4
nor3_1	7
o21ai_1	21
nand2_1	263
buf_1	5
a211oi_1	5
nand2b_1	4
nor2_1	30
xor2_1	29
fa_1	408
o21a_1	8
and2_1	313
a21oi_1	27
mux2i_1	3
a41oi_1	5
nand3_1	17
inv_1	382
clkbuf_1	115
ha_1	123
maj3_1	25
xnor2_1	75
a31oi_1	9
Power figures rest on the tool's default switching activity, not on a simulated workload.
